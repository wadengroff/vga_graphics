## /design/flow/run.sh

```bash
#!/bin/bash
# OpenROAD 26Q1-2900-gdf79404cd8, Yosys 0.63+post, stock flow scripts
make -C /OpenROAD-flow-scripts/flow DESIGN_CONFIG=/design/flow/config.mk WORK_HOME=/design/flow/orfs finish
```

## /design/flow/config.mk

```make
export PLATFORM = sky130hd
export DESIGN_NAME = draw_line
export DESIGN_NICKNAME = draw_line
export VERILOG_FILES = /design/flow/design.v
export SDC_FILE = /design/flow/constraint.sdc
export NUM_CORES = 4
export LEC_CHECK = 1
export CORE_UTILIZATION = 50
```

## /design/flow/constraint.sdc

```tcl
current_design draw_line

set clk_period 44.9
set clk_io_pct 0.2

create_clock -name clk0 -period $clk_period [get_ports {clk}]

set non_clock_inputs [all_inputs -no_clocks]
set_input_delay [expr $clk_period * $clk_io_pct] -clock clk0 $non_clock_inputs
set_output_delay [expr $clk_period * $clk_io_pct] -clock clk0 [all_outputs]
```

## /design/flow/design.v

```verilog
module draw_line (
    input logic clk,
    input logic [7:0] start_x_pos,  
    input logic [6:0] start_y_pos,  
    input logic [7:0] x_length,     
    input logic [7:0] y_length,     
    input logic start_line,
    output logic wr_valid,
    output logic [7:0] write_x_pos,
    output logic [6:0] write_y_pos,
    output logic running
);
localparam integer VGA_WIDTH_C = 160;
localparam integer VGA_HEIGHT_C = 120;
typedef enum logic {
    IDLE,
    WRITE_PIXELS
} line_state_t;
line_state_t line_state_reg = IDLE;
logic [13:0] x_length_fp;  
assign x_length_fp = {7'b0000000, x_length};
logic [13:0] y_length_pos_fp, y_length_neg_fp, y_length_fp;  
assign y_length_pos_fp = {y_length, 6'b000000};    
assign y_length_neg_fp = {~y_length+1, 6'b000000};
assign y_length_fp = (y_length[7] == 1) ? y_length_neg_fp : y_length_pos_fp;
logic [13:0] div_slope_pipe0;
logic zero_check_pipe0;
logic [13:0] slope_out_pipe1;
logic [7:0] x_max_pipe0, x_max_pipe1;
logic [7:0] y_max_pipe0, y_max_pipe1;
logic [6:0] vert_slope_pipe0;  
logic [7:0] y_length_pipe0;
logic       y_sign_pipe0,      y_sign_pipe1;
logic [7:0] start_x_pos_pipe0, start_x_pos_pipe1;
logic [6:0] start_y_pos_pipe0, start_y_pos_pipe1;
logic       start_line_pipe0,  start_line_pipe1;
always_ff @(posedge clk) begin
    div_slope_pipe0 <= y_length_fp / x_length_fp;
    zero_check_pipe0 <= (x_length == 0) ? 1 : 0;
    x_max_pipe0    <= start_x_pos + x_length;
    y_max_pipe0 <= {1'b0, start_y_pos} + y_length;
    y_length_pipe0 <= y_length;
    start_x_pos_pipe0 <= start_x_pos;
    start_y_pos_pipe0 <= start_y_pos;
    y_sign_pipe0   <= y_length[7];
    y_length_pipe0 <= y_length;  
    start_line_pipe0 <= start_line;
    slope_out_pipe1 <= (zero_check_pipe0) ? y_length_pipe0 : ((y_sign_pipe0) ? ~div_slope_pipe0 + 1 : div_slope_pipe0);
    start_x_pos_pipe1 <= start_x_pos_pipe0;
    start_y_pos_pipe1 <= start_y_pos_pipe0;
    x_max_pipe1 <= (x_max_pipe0 > VGA_WIDTH_C) ? VGA_WIDTH_C : x_max_pipe0;
    if (y_max_pipe0[7] == 1) begin
        y_max_pipe1 <= 0; 
    end else begin
        y_max_pipe1 <= (y_max_pipe0 > VGA_WIDTH_C) ? VGA_WIDTH_C : y_max_pipe0;
    end
    y_sign_pipe1   <= y_sign_pipe0;
    start_line_pipe1 <= start_line_pipe0;
end
logic [13:0] y_ideal_reg;
logic [13:0] slope_reg;
logic [6:0] y_added_reg;  
logic [7:0] x_added_reg;
logic [7:0] x_max_reg;
logic [6:0] y_max_reg;
logic [13:0] y_difference;
logic inc_y_reg, inc_x_reg, inc_ideal_reg;
logic invalid_pixel_reg, invalid_pixel_s;
logic x_diff_reg;
logic [7:0] x_pos_out_reg;
logic [6:0] y_pos_out_reg;
logic [6:0] y_add_value_reg;
logic wr_valid_reg;
always_ff @(posedge clk) begin
    line_state_reg <= line_state_reg;
    y_ideal_reg <= y_ideal_reg;
    slope_reg <= slope_reg;
    y_added_reg <= y_added_reg;
    x_added_reg <= x_added_reg;
    x_diff_reg  <= x_diff_reg;
    x_max_reg <= x_max_reg;
    y_max_reg <= y_max_reg;
    wr_valid_reg <= 0;
    case (line_state_reg)
        IDLE: begin
            y_ideal_reg <= {1'b0, start_y_pos_pipe1, 6'b0};
            slope_reg <= slope_out_pipe1;
            y_added_reg <= 0;
            x_added_reg <= 0;
            x_diff_reg  <= 0;
            x_pos_out_reg  <= start_x_pos_pipe1;
            y_pos_out_reg  <= start_y_pos_pipe1;
            x_max_reg <= x_max_pipe1;
            y_max_reg <= y_max_pipe1;
            y_add_value_reg <= (y_sign_pipe1) ? 7'h7f : 7'h1;
            if (start_line_pipe1) begin
                line_state_reg <= WRITE_PIXELS;
                wr_valid_reg   <= 1;  
            end
        end
        WRITE_PIXELS : begin
            wr_valid_reg <= 1;
            if (invalid_pixel_reg || (x_pos_out_reg == x_max_reg && y_pos_out_reg == y_max_reg)) begin
                line_state_reg <= IDLE;
            end else begin
                if (slope_reg != 0 && y_pos_out_reg != y_ideal_reg[12:6]) begin
                    y_pos_out_reg <= y_pos_out_reg + y_add_value_reg;
                end else begin
                    if (x_pos_out_reg != x_max_reg) begin
                        x_pos_out_reg <= x_pos_out_reg + 1;
                    end
                    if (y_pos_out_reg != y_max_reg) begin
                        y_ideal_reg <= y_ideal_reg + slope_reg;
                    end
                end
            end
        end
        default : begin
            line_state_reg <= IDLE;
        end
    endcase
end
assign invalid_pixel_s = (x_pos_out_reg > VGA_WIDTH_C-1) || (y_pos_out_reg > VGA_HEIGHT_C-1);
always_ff @(posedge clk) begin
    invalid_pixel_reg <= invalid_pixel_s;
end
assign wr_valid = (invalid_pixel_s || invalid_pixel_reg) ? 0 : wr_valid_reg;
assign write_x_pos = x_pos_out_reg;
assign write_y_pos = y_pos_out_reg;
assign running = (line_state_reg == WRITE_PIXELS);
endmodule
```

==> Implementation_results.wiki <==
== Flow metrics ==
{| class="wikitable"
! Metric !! Value
|-
| Max Clock Skew || 0.00810 ns
|-
| Post-synthesis share of cell area spent on xor and xnor gates || between 8 and 9%
|-
| Largest fanout on the critical path || 16
|-
| Cts hold-fix bufs || 0
|-
| Transition time of the tightest slew-check pin || 0.712 ns
|-
| Placement Setup Slack || 9.68 ns
|-
| Min-Delay Path Class || reg -> reg
|-
| Number of H-tree branching levels || 4
|-
| Cell type with the largest total area after synthesis || sky130_fd_sc_hd__dfxtp_1
|-
| Number of port buffers || 49
|-
| Remaining global-route overflow || 0
|-
| Cts bufs inserted || 17
|-
| Highest-delay cell along the critical path || sky130_fd_sc_hd__or4_4
|-
| Detail Placement HPWL || 18100 um
|-
| Unique masters post-synth || 89
|-
| CP endpoint kind || flop
|-
| Drt initial violations || ~360
|-
| Total iterations of the first detailed-routing run || 8
|-
| Most used DFF post-synth || sky130_fd_sc_hd__dfxtp_1
|-
| Relative max-transition margin || ~53%
|-
| # fillers || about 1900
|-
| Final routed DRC violation total || 0
|-
| Netlist Area Pre-Place || ~0.011 sq mm
|-
| Global-route wire length before repair || 38500 um
|-
| CTS tree || done
|-
| Number of setup buffers added after CTS || 0
|-
| Simple logic cell fraction of the synthesized area || 14.6%
|-
| Worst EP arrival || 35.21 ns
|-
| MUX area fraction || ~4.7%
|-
| Total negative slack || 0 ns
|-
| Final hold viol count || 0
|-
| CTS max path bufs || 2
|-
| Ports || 50
|-
| Final routed wire length divided by cell count || 16.0 um
|-
| Cell mode on critical path || sky130_fd_sc_hd__o21a_1
|-
| Critical setup path kind || in -> reg
|-
| Adder-cell area share of the yosys netlist || 14.2%
|-
| Setup repair after global routing missed its margin || no
|-
| Total die size || 0.0221 sq mm
|-
| Synthesis-to-finish area growth || 12.7%
|-
| Endpoints failing setup || 0
|-
| Tool Warnings || 28
|-
| Syn Area/Cell || 9.70 sq um
|-
| Die height || 149 um
|-
| Critical Path Source Type || input port
|-
| Initial antenna violation count || 1
|-
| Clock-pin slew on the worst setup and hold paths || 0.06 ns
|-
| Initial standard-cell utilization of the core || 51.0%
|-
| Fraction of the yosys area taken by sequential cells || 35.5%
|-
| Pin count of the biggest net entering global routing || around 47
|-
| Core outline area || 0.0211 sq mm
|-
| Fraction of the cycle the final worst path needs || 77.7%
|-
| Clock latency on the worst-skew pair || roughly 0.42 ns
|-
| Chip area from the yosys synthesis statistics || between 0.01 and 0.015 sq mm
|-
| Routability-driven placement congestion ratio || 0.863
|-
| Achievable frequency || approximately 0.029 GHz
|-
| Fraction of synthesis flops using an asynchronous set or reset pin || 0%
|-
| Count of synthesis-stage warnings from yosys || 1
|-
| Vias per cell || ~5.5
|-
| WL final || 23300 um
|-
| Yosys top cell by instances || sky130_fd_sc_hd__ha_1
|-
| Area share of and-or/or-and cells after synthesis || 19.3%
|-
| Flip-flops with a built-in enable || approximately 58
|-
| # Max-Cap Violations || 0
|-
| Setup WS post-layout || between 9 and 10 ns
|-
| Antenna diode instance count || 0
|-
| Worst Path Buf+Inv || 8
|-
| Routed via count || 7942
|-
| Number of placement rows || 53
|-
| Ratio of cells with drive above 1 in the final layout || 9.00%
|-
| Cells after Synth || 1109
|-
| X dimension of the die || around 150 um
|-
| Gate family responsible for the most delay along the worst path || AND-OR/OR-AND gates
|-
| Final tally of max-slew violations || 0
|-
| Top cells, area || sky130_fd_sc_hd__dfxtp_1 (19%), sky130_fd_sc_hd__edfxtp_1 (16%), sky130_fd_sc_hd__ha_1 (13%), sky130_fd_sc_hd__xnor2_1 (4.5%), sky130_fd_sc_hd__xor2_1 (4.1%)
|-
| Leading cell types by count after synthesis || sky130_fd_sc_hd__ha_1 (114), sky130_fd_sc_hd__dfxtp_1 (104), sky130_fd_sc_hd__nor2_1 (76), sky130_fd_sc_hd__a21oi_1 (67), sky130_fd_sc_hd__nand2_1 (67)
|-
| Vias in the first global route || between 7000 and 8000
|-
| Crit path DRT || 45.20 ns
|-
| Clock Sinks || 162
|-
| Min cycle time layout || 34.91 ns
|-
| Outcome || finished, final reports clean
|-
| Tightest hold margin || between 0.3 and 0.4 ns
|-
| Number of synthesized register bits || 162
|-
| Final design utilization || between 50% and 60%
|-
| Cells resized by post-CTS repair || 0
|-
| # Cells Yosys || 1109
|-
| Post-route ant nets || 0
|-
| Overall track demand over capacity in global routing || ~23%
|-
| Delay of the slowest critical-path stage || 0.60 ns
|-
| Root cell of the clock tree || sky130_fd_sc_hd__clkbuf_16
|-
| Main logic family after synthesis || AND-OR/OR-AND gates
|-
| Top-area cell type share of the netlist area || around a fifth
|}
[placed cells by master, fill, tap and decap left out, types with 8 or more instances in the layout]
master,netlist,routed
sky130_fd_sc_hd__a21o_1,29,29
sky130_fd_sc_hd__a21oi_1,67,67
sky130_fd_sc_hd__and2_1,13,13
sky130_fd_sc_hd__clkbuf_16,0,19
sky130_fd_sc_hd__clkdlybuf4s50_1,0,49
sky130_fd_sc_hd__dfxtp_1,104,104
sky130_fd_sc_hd__edfxtp_1,58,58
sky130_fd_sc_hd__ha_1,114,114
sky130_fd_sc_hd__inv_1,61,61
sky130_fd_sc_hd__mux2_2,25,25
sky130_fd_sc_hd__mux2i_1,10,10
sky130_fd_sc_hd__nand2_1,67,67
sky130_fd_sc_hd__nand2b_1,21,21
sky130_fd_sc_hd__nand3_1,14,14
sky130_fd_sc_hd__nand4_1,9,9
sky130_fd_sc_hd__nor2_1,76,76
sky130_fd_sc_hd__nor2b_1,26,26
sky130_fd_sc_hd__nor3_1,31,31
sky130_fd_sc_hd__nor4_1,8,8
sky130_fd_sc_hd__o211ai_1,9,9
sky130_fd_sc_hd__o21a_1,35,35
sky130_fd_sc_hd__o21ai_0,59,59
sky130_fd_sc_hd__o21bai_1,18,18
sky130_fd_sc_hd__o31ai_1,10,10
sky130_fd_sc_hd__xnor2_1,55,55
sky130_fd_sc_hd__xor2_1,50,50
[metrics by stage]
stage                     area (sq um)  instances
after floorplan                  10800       1109
after global placement           11500       1421
after detailed placement         11500       1421
after CTS                        12100       1453
after global routing             12100       1453
final                            12100       1453
[cells by family after synthesis]
family,after synthesis
simple gates,301
compound gates,297
flops,162
fa+ha+maj,119
xor+xnor,105
buf+inv,82
mux,43
[worst reg2reg max path, cell delays in order, from the launching register on]
cell                       delay, ns
sky130_fd_sc_hd__edfxtp_1       0.34
sky130_fd_sc_hd__ha_1           0.16
sky130_fd_sc_hd__inv_1          0.05
sky130_fd_sc_hd__fa_1           0.37
sky130_fd_sc_hd__nor2b_1        0.16
sky130_fd_sc_hd__o21ai_0        0.10
sky130_fd_sc_hd__nand2b_1       0.11
sky130_fd_sc_hd__a21oi_1        0.08
sky130_fd_sc_hd__o21bai_1       0.21
sky130_fd_sc_hd__a21oi_1        0.11
sky130_fd_sc_hd__o21bai_1       0.19
sky130_fd_sc_hd__a21oi_1        0.10
sky130_fd_sc_hd__o21bai_1       0.22
sky130_fd_sc_hd__a21o_1         0.15
sky130_fd_sc_hd__a21oi_1        0.07
sky130_fd_sc_hd__xnor2_1        0.16
sky130_fd_sc_hd__a21oi_1        0.08
[final timing paths]
| kind | start | to | slack (ns) | cells past startpoint |
|---|---|---|---|---|
| worst min-delay path | start_x_pos_pipe0[5] | start_x_pos_pipe1[5] | 0.33 | 0 |
| worst min register to register | start_x_pos_pipe0[5] | start_x_pos_pipe1[5] | 0.33 | 0 |
| worst max-delay path | y_length[3] | div_slope_pipe0[0] | 9.99 | 113 |
| worst max register to register | slope_reg[0] | y_ideal_reg[12] | 41.98 | 16 |
[layout make-up]
type                       count  area [sq um]  area share, %
clock inverter                12           104          0.856
timing repair buffer          54           528           4.35
tap                          275           344           2.84
inverter                      65           246           2.03
sequential                   162          3820           31.5
clock buffer                  20           479           3.95
multi-input combinational    865          6600           54.4
[per-layer routing]
metal	share of wire (%)	GRT usage, %	routed length [um]	vias up
met5	0.056	0	13	-
met4	1.8	3.81	414	2
met3	4.4	3.82	1020	28
met2	46	36.7	10600	143
met1	48	34.2	11200	3607
li1	-	-	-	4162
